$ cat run.sh
#!/bin/bash
# OpenROAD 26Q1-2900-gdf79404cd8, Yosys 0.63+post, stock flow scripts
make -C /OpenROAD-flow-scripts/flow DESIGN_CONFIG=/design/flow/config.mk WORK_HOME=/design/flow/orfs finish
$ cat config.mk
export PLATFORM = sky130hd
export DESIGN_NAME = mux8
export DESIGN_NICKNAME = mux8
export VERILOG_FILES = /design/flow/design.v
export SDC_FILE = /design/flow/constraint.sdc
export NUM_CORES = 4
export LEC_CHECK = 1
export CORE_AREA = 10 10 120 120
export DIE_AREA = 0 0 130 130
export SYNTH_HDL_FRONTEND = slang
$ cat constraint.sdc
current_design mux8

set clk_period 4.5
set clk_io_pct 0.2

create_clock -name clk0 -period $clk_period

set non_clock_inputs [all_inputs -no_clocks]
set_input_delay [expr $clk_period * $clk_io_pct] -clock clk0 $non_clock_inputs
set_output_delay [expr $clk_period * $clk_io_pct] -clock clk0 [all_outputs]
$ cat design.v
`timescale 1ns / 1ps
module mux2(
	input [31:0] x0,
	input [31:0] x1,
	input sel,
	output [31:0] result
    ); 
	assign result = (sel == 1'b0) ? x0 : 
						(sel == 1'b1) ? x1 :
						32'h0000_0000;  
endmodule
module mux3(
	input [31:0] x0,
	input [31:0] x1,
	input [31:0] x2,
	input [1:0] sel,
	output [31:0] result
    );
	assign result = (sel == 2'b00) ? x0 : 
						(sel == 2'b01) ? x1 :
						(sel == 2'b10) ? x2 :
						32'h0000_0000;  
endmodule
module mux3_5bit(
	input [4:0] x0,
	input [4:0] x1,
	input [4:0] x2,
	input [1:0] sel,
	output [4:0] result
    );
	assign result = (sel == 2'b00) ? x0 : 
						(sel == 2'b01) ? x1 :
						(sel == 2'b10) ? x2 :
						5'b00000;  
endmodule 
module mux4(
	input [31:0] x0,
	input [31:0] x1,
	input [31:0] x2,
	input [31:0] x3,
	input [1:0] sel,
	output [31:0] result
    );
	assign result = (sel == 2'b00) ? x0 : 
						(sel == 2'b01) ? x1 :
						(sel == 2'b10) ? x2 :
						(sel == 2'b11) ? x3 :
						32'h0000_0000;  
endmodule
module mux8(
	input [31:0] x0,
	input [31:0] x1,
	input [31:0] x2,
	input [31:0] x3,
	input [31:0] x4,
	input [31:0] x5,
	input [31:0] x6,
	input [31:0] x7,
	input [2:0] sel,
	output [31:0] result
    );
	assign result = (sel == 3'b000) ? x0 : 
						(sel == 3'b001) ? x1 :
						(sel == 3'b010) ? x2 :
						(sel == 3'b011) ? x3 :
						(sel == 3'b100) ? x4 :
						(sel == 3'b101) ? x5 :
						(sel == 3'b110) ? x6 :
						(sel == 3'b111) ? x7 :
						32'h0000_0000;  
endmodule
module mux16(
	input [31:0] x0,
	input [31:0] x1,
	input [31:0] x2,
	input [31:0] x3,
	input [31:0] x4,
	input [31:0] x5,
	input [31:0] x6,
	input [31:0] x7,
	input [31:0] x8,
	input [31:0] x9,
	input [31:0] x10,
	input [31:0] x11,
	input [31:0] x12,
	input [31:0] x13,
	input [31:0] x14,
	input [31:0] x15,
	input [3:0] sel,
	output [31:0] result
    );
	assign result = (sel == 4'b0000) ? x0 : 
						(sel == 4'b0001) ? x1 :
						(sel == 4'b0010) ? x2 :
						(sel == 4'b0011) ? x3 :
						(sel == 4'b0100) ? x4 :
						(sel == 4'b0101) ? x5 :
						(sel == 4'b0110) ? x6 :
						(sel == 4'b0111) ? x7 :
						(sel == 4'b1000) ? x8 :
						(sel == 4'b1001) ? x9 :
						(sel == 4'b1010) ? x10 :
						(sel == 4'b1011) ? x11 :
						(sel == 4'b1100) ? x12 :
						(sel == 4'b1101) ? x13 :
						(sel == 4'b1110) ? x14 :
						(sel == 4'b1111) ? x15 :
						32'h0000_0000;  
endmodule
==> metrics.log <==
[report] extracting results
INFO  metric status = finished clean
INFO  metric finalWeightedCongestion = between 0.8 and 0.9
INFO  metric wire_per_inst = 22.5 um
INFO  metric multi_input_comb_area = 1960 um^2
INFO  metric detailedPlace.worstSlack = between 500 and 600 ps
INFO  metric final_cell_count_no_fill = between 600 and 700
INFO  metric power_per_unit_of_standard_cell_area = approximately 98 nW/um^2
INFO  metric diodes = 0
INFO  metric warning_count = 32
INFO  metric final-hold-violation-count = 0
INFO  metric drt_iter0_markers = roughly 180
INFO  metric netlist_instances = around 270
INFO  metric timing.final.ws_setup = roughly 560 ps
INFO  metric timing.slew.headroom = between 60% and 70%
INFO  metric post_synth.cell_area_avg = slightly above 8 um^2
INFO  metric worst_hold_startpoint = sel[0]
INFO  metric placement_rows = about 40
INFO  metric sequential_cell_area = 0 um^2
INFO  metric finalCoreUtilization = between 40% and 50%
INFO  metric worst-endpoint-arrival = between 3000 and 4000 ps
INFO  metric drv_cap = 0
INFO  metric path_max_fanout = 18
INFO  metric dp_cells = slightly below 700
INFO  metric synth_seq_share = 0%
INFO  metric synth-area-yosys = approximately 2200 um^2
INFO  metric power.switching_fraction = ~31%
INFO  metric starting_density = a little under a fifth
INFO  metric totalPowerFinal = ~500 uW
INFO  metric finalCritPeriodShare = 87.5%
INFO  metric port-buffer-count = about 290
INFO  metric worst_ir_drop_vdd = 0.0000593 V
INFO  metric core-area = around 12,000 um^2
INFO  metric die_area = 16,900 um^2
INFO  metric worst_setup_path_end_kind = output port
INFO  metric layout-drive-gt1-share = between 9 and 10%
INFO  metric static-leakage-power = approximately 1.8 nW
INFO  metric cts.hold.buffers_added = 0
INFO  metric timing.fmax = roughly 0.25 GHz
INFO  metric post_synth_instance_area = about 2200 um^2
INFO  metric grt_pass1_wl = between 20,000 and 25,000 um
INFO  metric clock_network_fraction_of_design_power = 0%
INFO  metric remaining_drc_errors = 0
INFO  metric worstSetupStartpoint = sel[1]
INFO  metric placed_area = ~5200 um^2
INFO  metric grt_start_max_net_pins = ~63
INFO  metric fin_crit = between 3000 and 4000 ps
INFO  metric vias = about 3,500
INFO  metric synthesis.yosys.warnings = 0
INFO  metric post-cts-setup-buffers = 0
INFO  metric number_of_clock_buffer_instances_in_the_layout = 0
INFO  metric drt-vias-per-instance = 5.16
INFO  metric timing.hold.ws = around 2700 ps
INFO  metric finalSetupViolations = 0
INFO  metric postRouteAntennaNets = 0
INFO  metric post_synth_num_cell_types = 22
INFO  metric io-pin-count = just under 300
INFO  metric critical_path_class = in2out
INFO  metric comb_power_share = 100.0%
INFO  metric layout.filler_cells = 1,194
INFO  metric final_max_slew_viol_count = 0
INFO  metric worstSetupStartpointType = primary input
INFO  metric drt-pass1-iter-count = 4
INFO  metric floorplan.die.width = around 130 um
INFO  metric post_cts.resized_instances = 0
INFO  metric worst-slew-pin-transition = 537 ps
INFO  metric required = ~3600 ps
INFO  metric number_of_antenna_violations_at_the_first_check_in_global_routing = 0
INFO  metric grt-ovfl-total = 0
INFO  metric hold_class = in2out
INFO  metric drt_wl_total = 15,300 um
INFO  metric ff_count = 0
INFO  metric postLayoutCellArea = around 5200 um^2
INFO  metric yosys-stat-cells = roughly 270
INFO  metric fp.dieH = ~130 um
INFO  metric cell_internal_pwr = roughly 350 uW
INFO  metric timing.setup.tns = 0 ps
INFO  metric area_growth_syn_to_layout = 140%
INFO  metric groute.usage.overall = roughly 17%
INFO  metric unrepaired_setup_endpoints_after_global_routing = no
INFO  metric switchingPower = about 160 uW
INFO  metric hpwlAfterDp = between 10,000 and 15,000 um
INFO  metric power.share.sequential = 0%
INFO  metric grt_pass1_vias = slightly below 4,000
## critical path, cell delays in order
cell and delay (ps):
sky130_fd_sc_hd__clkdlybuf4s50_1 710, sky130_fd_sc_hd__nor3b_4 260, sky130_fd_sc_hd__buf_4 280, sky130_fd_sc_hd__a22oi_1 100
sky130_fd_sc_hd__a32oi_1 250, sky130_fd_sc_hd__clkdlybuf4s50_1 530
## kinds of logic (layout without fill, tap and decap cells)
kind of cell	Yosys count	in the layout	share of synthesized area, %
buffers and inverters	37	304	10.1
AND/OR/NAND/NOR	9	9	3.24
AND-OR/OR-AND	155	155	53.6
multiplexers	65	65	33.0
## synthesized netlist by cell type
cell type                  instances  area share [%]
sky130_fd_sc_hd__and2b_1           1            0.35
sky130_fd_sc_hd__mux2_2           31              16
sky130_fd_sc_hd__clkbuf_1          2            0.35
sky130_fd_sc_hd__nor2b_1           1            0.29
sky130_fd_sc_hd__nor2b_2           1            0.40
sky130_fd_sc_hd__buf_2            22             5.1
sky130_fd_sc_hd__and2_1            1            0.29
sky130_fd_sc_hd__nor2_1            1            0.17
sky130_fd_sc_hd__a32oi_1          61              25
sky130_fd_sc_hd__buf_4             8             2.8
sky130_fd_sc_hd__o21a_1           31              11
sky130_fd_sc_hd__nor4bb_1          1            0.46
sky130_fd_sc_hd__buf_6             3             1.6
sky130_fd_sc_hd__nand2_1           1            0.17
sky130_fd_sc_hd__buf_1             2            0.35
sky130_fd_sc_hd__a22oi_1          30              10
sky130_fd_sc_hd__mux2i_1          32              15
sky130_fd_sc_hd__o211ai_1          1            0.35
sky130_fd_sc_hd__a21oi_1          32             7.4
sky130_fd_sc_hd__mux4_2            2             2.1
sky130_fd_sc_hd__nor2_4            1            0.52
sky130_fd_sc_hd__nor3b_2           1            0.58
## layout make-up
cell class / count / area share, %
well taps: 147 / 3.55
repair buffers: 304 / 58.7
multi-input cells: 229 / 37.8
## metal layers
layer	up-vias	global-route usage [%]	share of wire (%)
met5	-	0	0
met4	0	0.728	0.47
met3	4	5.35	10
met2	186	31.6	52
met1	1634	18.8	37
li1	1684	-	-
## final timing paths
| check | end | slack (ps) | cells past startpoint |
|---|---|---|---|
| max | result[5] | 560 | 6 |
| min | result[27] | 2700 | 4 |
## layout by cell type (no fill, tap or decap)
| master | netlist | final |
|---|---|---|
| sky130_fd_sc_hd__nor4bb_1 | 1 | 1 |
| sky130_fd_sc_hd__o211ai_1 | 1 | 1 |
| sky130_fd_sc_hd__clkdlybuf4s50_1 | 0 | 289 |
| sky130_fd_sc_hd__nor2b_4 | 0 | 1 |
| sky130_fd_sc_hd__a32oi_1 | 61 | 61 |
| sky130_fd_sc_hd__nor2_2 | 0 | 1 |
| sky130_fd_sc_hd__and2b_1 | 1 | 1 |
| sky130_fd_sc_hd__nor2_4 | 1 | 1 |
| sky130_fd_sc_hd__mux4_2 | 2 | 2 |
| sky130_fd_sc_hd__a21oi_1 | 32 | 32 |
| sky130_fd_sc_hd__buf_4 | 8 | 11 |
| sky130_fd_sc_hd__nand2_1 | 1 | 1 |
| sky130_fd_sc_hd__o21a_1 | 31 | 31 |
| sky130_fd_sc_hd__mux2_2 | 31 | 31 |
| sky130_fd_sc_hd__buf_12 | 0 | 3 |
| sky130_fd_sc_hd__and2_1 | 1 | 1 |
| sky130_fd_sc_hd__buf_2 | 22 | 1 |
| sky130_fd_sc_hd__nor2b_1 | 1 | 1 |
| sky130_fd_sc_hd__mux2i_1 | 32 | 32 |
| sky130_fd_sc_hd__nor3b_4 | 0 | 1 |
| sky130_fd_sc_hd__a22oi_1 | 30 | 30 |
## power groups by stage
| stage | clock network (mW) | logic, mW | registers, mW |
|---|---|---|---|
| after global routing | 0 | 0.547 | 0 |
| after CTS | 0 | 0.514 | 0 |
| final | 0 | 0.509 | 0 |
Power is estimated from default activity; no workload was simulated.
